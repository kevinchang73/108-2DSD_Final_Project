`/design/flow/design.v`:
```
module BPU(
    clk,
    rst_n,
    branch,
    stall,
    miss,
    pred
);
input clk;
input rst_n;
input branch;
input stall;
input miss;
output pred;
reg [1:0] state_r, state_w;
parameter NB    = 2'd0;
parameter TNB   = 2'd1;
parameter TBR   = 2'd2;
parameter BR    = 2'd3;
assign pred = ((state_r == NB) || (state_r == TNB)) ? 1'b0 : 1'b1;
always@(*) begin
    state_w = state_r;
    if ((branch == 1'b1) && (stall == 1'b0)) begin
        case(state_r)
            NB:begin
                case(miss)
                    1'b0:state_w = NB;
                    1'b1:state_w = TNB;
                endcase
            end
            TNB:begin
                case(miss)
                    1'b0:state_w = NB;
                    1'b1:state_w = BR;
                endcase
            end
            TBR:begin
                case(miss)
                    1'b0:state_w = BR;
                    1'b1:state_w = NB;
                endcase
            end
            BR:begin
                case(miss)
                    1'b0:state_w = BR;
                    1'b1:state_w = TBR;
                endcase
            end
        endcase
    end
end
always@(posedge clk) begin
    if (~rst_n) begin
        state_r <= NB;
    end
    else begin
        state_r <= state_w;
    end
end
endmodule
```
`/design/flow/run.sh`:
```
#!/bin/bash
# OpenROAD 26Q1-2900-gdf79404cd8, Yosys 0.63+post, stock flow scripts
make -C /OpenROAD-flow-scripts/flow DESIGN_CONFIG=/design/flow/config.mk WORK_HOME=/design/flow/orfs finish
```
`/design/flow/config.mk`:
```
export PLATFORM = sky130hd
export DESIGN_NAME = BPU
export DESIGN_NICKNAME = BPU
export VERILOG_FILES = /design/flow/design.v
export SDC_FILE = /design/flow/constraint.sdc
export NUM_CORES = 4
export LEC_CHECK = 1
export CORE_AREA = 10 10 70 70
export DIE_AREA = 0 0 80 80
```
`/design/flow/constraint.sdc`:
```
current_design BPU

set clk_period 1.0
set clk_io_pct 0.2

create_clock -name clk0 -period $clk_period [get_ports {clk}]

set non_clock_inputs [all_inputs -no_clocks]
set_input_delay [expr $clk_period * $clk_io_pct] -clock clk0 $non_clock_inputs
set_output_delay [expr $clk_period * $clk_io_pct] -clock clk0 [all_outputs]
```
==> run summary <==
run metrics: # setup viols final 0, highest-delay cell along the critical path dfxtp_1, TritonCTS clock tree yes, Filler cells 398, highest-utilization routing layer at the global route stage met2, biggest area contributors in the synthesized netlist dfxtp_1, a21boi_0, nand2_1, nor2_1, o221a_1, GR met2 Demand/Resource 3.37%, Global Route Usage Sum 1.51%, type of the most critical hold path primary input to register, longest individual stage delay on the worst path 0.30 ns, yosys synthesis chip area 178 µm², worst setup timing slack at the placement stage -0.293 ns, detailed-route wire length per cell 6.62 µm, final cycle utilization of the critical path 92.9%, number of antenna violations at the first check in global routing 0, utilization of the core after routing 9.78%, GRT Residual Overflow 0, number of different library cells in the post-synthesis netlist 12, crit-path cells nor2_1 -> buf_2, portion of total power attributed to the clock network 46.1%, DIE AREA 0.00640 mm², number of buffers added by the clock tree synthesis step 3, arrival time worst endpoint 0.73 ns, Startpoint Class register, Synth warnings 1, RSZ-0062 raised after global routing no, tool warning count 25, Leakage 0.000132 µW, met3 Track Usage GR 0%, library cell with the largest summed area after synthesis dfxtp_1, Placed Instances 76, max-cap violations 0, normalized max-slew margin 87.1%, cell area power density 1260 mW/mm², total area of multi-input combinational cells 106 µm², critical path capture point type primary output, post-synthesis sequential element count 4, Switching Power 86.6 µW, total number of vias 191, total standard cell area after synthesis 178 µm², latest clock arrival within the worst-skew pair 0.23 ns, fraction of power spent switching nets 20.7%, number of global-route vias before repair 217, post-DP HPWL 442 µm, starting DRC count in detailed routing 2, Largest type area fraction 45.1%, number of remaining DRC errors 0, internal power of the cells 333 µW, layout cell share with drive strength beyond 1 27.3%, post-route worst setup slack 0.0709 ns, clock-pin slew on the worst setup and hold paths 0.04 ns, clock sink count 4, Crit path required time 0.80 ns, final clock skew 0.00237 ns, Clock H-tree levels 1, final wirelength 523 µm, # Cells Yosys 22, combinational group share of total power 13.3%, detailed-routing iteration count for the pre-antenna-repair pass 2, pin count of the biggest net entering global routing 7, Max Slew Vio Count 0, actual slew at the worst max-slew pin 0.193 ns, via count normalized by instance count 2.42, met1 track demand over resource in global routing 1.13%, sequential share of the synthesized area 45.1%, area used by sequential logic in the layout 80.1 µm², Synth Instances 22, maximum fanout along the worst path 2, post-CTS repair timing setup buffer count 0, count of buffers from port buffering 5, core region area 0.00342 mm², register name with the most flops state_r, sequential group share of total power 40.6%, cells resized by post-CTS repair 8, Final GP Congestion 0.738, Rows 21, Final Non-Filler Cells 79, Setup Crit Path Kind register to primary output, die boundary width 80 µm, flip-flop count of the largest register after layout 4, average footprint of a synthesized cell 8.08 µm², first-pass GRT wire length 807 µm, height of the die 80 µm, maximum clock frequency 1080 MHz, number of hold-repair buffers added at the cts stage 0, Root Buffer clkbuf_4, starting density of the core 5.20%, run status finished, final reports clean, clock tree buffer depth 2, Boundary Pins 6, overall power of the completed layout 419 µW, largest registers state_r (4), layout overhead on the synthesized area 88.0%, count of endpoints failing hold in the final timing report 0, Peak VDD IR 0.141 mV, antenna cells 0, final sum of negative setup slack 0 ns, number of nets with antenna violations after detailed routing 0, minimum clock period 0.929 ns
==> power groups by stage <==
stage / clock [µW] / combinational [µW] / sequential [µW]
after CTS: 203 / 56.7 / 170
after global routing: 204 / 61.4 / 171
final: 193 / 55.7 / 170
==> through the flow <==
step,hold slack [ns],instance area (µm²)
after floorplan,0.314,178
after detailed placement,0.479,308
after global routing,0.502,334
after CTS,0.470,334
final,0.472,334
after global placement,0.469,308
==> area by class of cell <==
cell class | instances | area share, %
Inverter | 1 | 1.12
Timing Repair Buffer | 8 | 19.1
Multi-Input combinational cell | 17 | 31.8
Sequential cell | 4 | 24.0
Tap cell | 46 | 17.2
Clock buffer | 3 | 6.74
==> critical path: cells and delay by family, from the launching register on <==
kind | cells | cell delay [ns]
buf+inv | 1 | 0.10
flops | 1 | 0.30
simple gates | 1 | 0.10
==> path summary, 6_finish.rpt <==
path	startpoint	to	slack, ns	cells after the start
max	state_r[2]	pred	0.07	2
min	miss	state_r[1]	0.47	3
max reg2reg	state_r[2]	state_r[0]	0.19	3
min reg2reg	state_r[1]	state_r[1]	0.48	2
==> kinds of logic after synthesis <==
kind of cell	Yosys count	share of synthesized area, %
flip-flops	4	45.1
AND/OR/NAND/NOR	12	31.7
AND-OR/OR-AND	5	21.1
buffers and inverters	1	2.11
==> per-layer routing <==
| metal | vias up | part of all wire [%] |
|---|---|---|
| met1 | 87 | 33 |
| met2 | 2 | 64 |
| li1 | 100 | - |
| met5 | - | 0 |
| met3 | 2 | 0.19 |
| met4 | 0 | 3.3 |
==> cell usage after synthesis, drive strengths merged <==
| master | n |
|---|---|
| nand2b | 1 |
| nor3 | 1 |
| o21ai | 1 |
| a31oi | 1 |
| nand2 | 4 |
| nor2b | 1 |
| dfxtp | 4 |
| inv | 1 |
| nor2 | 3 |
| o221a | 1 |
| nand3 | 2 |
| a21boi | 2 |
==> placed cells by master (no fill, tap or decap), drive strengths merged <==
cell	Yosys	routed
clkdlybuf4s50	0	1
clkbuf	0	3
dlygate4sd2	0	3
nand2	4	4
inv	1	1
dfxtp	4	4
a21boi	2	2
buf	0	4
nand3	2	2
a31oi	1	1
o21ai	1	1
nand2b	1	1
nor2	3	3
nor3	1	1
o221a	1	1
nor2b	1	1
No activity file was given, so power comes from the tool's default toggle rates.
